File: flow/constraint.sdc
current_design VecInstDecoder

set clk_period 4.1
set clk_io_pct 0.2

create_clock -name clk0 -period $clk_period

set non_clock_inputs [all_inputs -no_clocks]
set_input_delay [expr $clk_period * $clk_io_pct] -clock clk0 $non_clock_inputs
set_output_delay [expr $clk_period * $clk_io_pct] -clock clk0 [all_outputs]
File: flow/config.mk
export PLATFORM = sky130hd
export DESIGN_NAME = VecInstDecoder
export DESIGN_NICKNAME = VecInstDecoder
export VERILOG_FILES = /design/flow/design.v
export SDC_FILE = /design/flow/constraint.sdc
export NUM_CORES = 4
export LEC_CHECK = 1
export CORE_AREA = 10 10 82 82
export DIE_AREA = 0 0 92 92
File: flow/run.sh
#!/bin/bash
# OpenROAD 26Q1-2900-gdf79404cd8, Yosys 0.63+post, stock flow scripts
make -C /OpenROAD-flow-scripts/flow DESIGN_CONFIG=/design/flow/config.mk WORK_HOME=/design/flow/orfs finish
File: flow/design.v
`default_nettype none
typedef enum {
    MAT_DATA_WRITE_DISABLE,
    MAT_DATA_WRITE_TRANSPOSE,
    MAT_DATA_WRITE_XFLIP,
    MAT_DATA_WRITE_YFLIP,
    MAT_DATA_WRITE_ZERO,
    MAT_DATA_WRITE_ROW,
    MAT_DATA_WRITE_COL,
    MAT_DATA_WRITE_SCALAR,
    MAT_DATA_WRITE_DIAG,
    MAT_DATA_WRITE_DIAG1,
    MAT_DATA_WRITE_DIAG2
} MatDataWriteOp_t;
typedef enum {
    MAT_DATA_READ_DISABLE,
    MAT_DATA_READ_ROW,
    MAT_DATA_READ_COL,
    MAT_DATA_READ_SCALAR,
    MAT_DATA_READ_DIAG
} MatDataReadOp_t;
`default_nettype none
typedef enum logic [7:0] {
    MAT_INST_SET_WEIGHT         = 8'b00100000,
    MAT_INST_MULTIPLY           = 8'b00100001,
    MAT_INST_TRANSPOSE          = 8'b00100010,
    MAT_INST_XFLIP              = 8'b00100100,
    MAT_INST_YFLIP              = 8'b00100101,
    MAT_INST_COPY               = 8'b00110000,
    MAT_INST_CLEAR              = 8'b00110001,
    MAT_INST_ADD_ROW            = 8'b00111000,
    MAT_INST_LOAD_MAT           = 8'b01000000,
    MAT_INST_LOAD_ROW           = 8'b01000001,
    MAT_INST_LOAD_COL           = 8'b01000010,
    MAT_INST_LOAD_SCALAR        = 8'b01000011,
    MAT_INST_STORE_MAT          = 8'b01010000,
    MAT_INST_STORE_ROW          = 8'b01010001,
    MAT_INST_STORE_COL          = 8'b01010010,
    MAT_INST_STORE_SCALAR       = 8'b01010011,
    MAT_INST_SEND_ROW           = 8'b01100000,
    MAT_INST_SEND_COL           = 8'b01100001,
    MAT_INST_SEND_SCALAR        = 8'b01100010,
    MAT_INST_SEND_DIAG          = 8'b01101000,
    MAT_INST_RECV_ROW           = 8'b01110000,
    MAT_INST_RECV_COL           = 8'b01110001,
    MAT_INST_RECV_SCALAR        = 8'b01110010,
    MAT_INST_RECV_DIAG          = 8'b01111000,
    MAT_INST_RECV_DIAG1         = 8'b01111001,
    MAT_INST_RECV_DIAG2         = 8'b01111010,
    MAT_INST_HALT               = 8'b10000000
} MatCoreOpcode;
`default_nettype none
typedef enum {
    VEC_DATA_WRITE_DISABLE,
    VEC_DATA_WRITE_ZERO,
    VEC_DATA_WRITE_VEC,
    VEC_DATA_WRITE_SCALAR
} VecDataWriteOp_t;
typedef enum {
    VEC_DATA_READ_DISABLE,
    VEC_DATA_READ_VEC,
    VEC_DATA_READ_SCALAR
} VecDataReadOp_t;
`default_nettype none
typedef enum logic [7:0] {
	VEC_INST_ADD                = 8'b00100000,
	VEC_INST_SUB                = 8'b00100001,
	VEC_INST_DOT                = 8'b00100010,
	VEC_INST_SCALE              = 8'b00100011,
	VEC_INST_DELTA              = 8'b00100100,
	VEC_INST_ACT_SIGMOID        = 8'b00110000,
	VEC_INST_ACT_TANH           = 8'b00110001,
	VEC_INST_ACT_RELU           = 8'b00110010,
    VEC_INST_CLEAR              = 8'b00111000,
    VEC_INST_COPY               = 8'b00111001,
	VEC_INST_LOAD_VEC           = 8'b01000000,
	VEC_INST_LOAD_SCALAR        = 8'b01000001,
	VEC_INST_STORE_VEC          = 8'b01010000,
	VEC_INST_STORE_SCALAR       = 8'b01010001,
	VEC_INST_SEND_VEC           = 8'b01100000,
	VEC_INST_SEND_SCALAR        = 8'b01100001,
	VEC_INST_RECV_VEC           = 8'b01110000,
	VEC_INST_RECV_SCALAR        = 8'b01110001,
	VEC_INST_HALT               = 8'b10000000
} VecCoreOpcode;
`default_nettype none
module VecInstDecoder
    #(parameter OPCODE_TYPE_BYTES = 1,
                MEM_ADDR_TYPE_BYTES = 8,
                CORE_IDX_TYPE_BYTES = 1,
                REG_ADDR_TYPE_BYTES = 2,
                WIDTH_IDX_TYPE_BYTES = 2,
				INST_MEM_ADDR_SIZE = 32,
                INST_MEM_WIDTH_SIZE = 16,
                OPCODE_TYPE_SIZE = 8 * OPCODE_TYPE_BYTES,
                MEM_ADDR_TYPE_SIZE = 8 * MEM_ADDR_TYPE_BYTES,
                CORE_IDX_TYPE_SIZE = 8 * CORE_IDX_TYPE_BYTES,
                REG_ADDR_TYPE_SIZE = 8 * REG_ADDR_TYPE_BYTES,
                WIDTH_IDX_TYPE_SIZE = 8 * WIDTH_IDX_TYPE_BYTES
    )
    (input logic [INST_MEM_WIDTH_SIZE-1:0] inst_value,
     output logic [INST_MEM_ADDR_SIZE-1:0] inst_size,
     output logic [OPCODE_TYPE_SIZE-1:0] opcode,
     output logic [MEM_ADDR_TYPE_SIZE-1:0] op_addr,
     output logic [CORE_IDX_TYPE_SIZE-1:0] op_core_idx,
     output logic [REG_ADDR_TYPE_SIZE-1:0] op_Vd, op_V1, op_V2,
     output logic [WIDTH_IDX_TYPE_SIZE-1:0] op_vec_idx
    );
    always_comb begin
        opcode = 0;
        op_addr = 0;
        op_core_idx = 0;
        {op_Vd, op_V1, op_V2} = 0;
        op_vec_idx = 0;
        opcode = inst_value[OPCODE_TYPE_SIZE-1:0];
        inst_size = OPCODE_TYPE_BYTES;
        case (opcode)
            VEC_INST_ADD,
            VEC_INST_SUB,
            VEC_INST_DOT: begin
                op_Vd       = inst_value[OPCODE_TYPE_SIZE +: REG_ADDR_TYPE_SIZE];
                op_V1       = inst_value[OPCODE_TYPE_SIZE+REG_ADDR_TYPE_SIZE +: REG_ADDR_TYPE_SIZE];
                op_V2       = inst_value[OPCODE_TYPE_SIZE+2*REG_ADDR_TYPE_SIZE +: REG_ADDR_TYPE_SIZE];
                inst_size = OPCODE_TYPE_BYTES+3*REG_ADDR_TYPE_BYTES;
            end
            VEC_INST_SCALE,
            VEC_INST_DELTA: begin
                op_Vd       = inst_value[OPCODE_TYPE_SIZE +: REG_ADDR_TYPE_SIZE];
                op_V1       = inst_value[OPCODE_TYPE_SIZE+REG_ADDR_TYPE_SIZE +: REG_ADDR_TYPE_SIZE];
                op_V2       = inst_value[OPCODE_TYPE_SIZE+2*REG_ADDR_TYPE_SIZE +: REG_ADDR_TYPE_SIZE];
                op_vec_idx  = inst_value[OPCODE_TYPE_SIZE+3*REG_ADDR_TYPE_SIZE +: WIDTH_IDX_TYPE_SIZE];
                inst_size = OPCODE_TYPE_BYTES+3*REG_ADDR_TYPE_BYTES+WIDTH_IDX_TYPE_BYTES;
            end
            VEC_INST_ACT_SIGMOID,
            VEC_INST_ACT_TANH,
            VEC_INST_ACT_RELU,
            VEC_INST_COPY: begin
                op_Vd       = inst_value[OPCODE_TYPE_SIZE +: REG_ADDR_TYPE_SIZE];
                op_V1       = inst_value[OPCODE_TYPE_SIZE+REG_ADDR_TYPE_SIZE +: REG_ADDR_TYPE_SIZE];
                inst_size = OPCODE_TYPE_BYTES+2*REG_ADDR_TYPE_BYTES;
            end
            VEC_INST_CLEAR: begin
                op_V1       = inst_value[OPCODE_TYPE_SIZE +: REG_ADDR_TYPE_SIZE];
                inst_size = OPCODE_TYPE_BYTES+REG_ADDR_TYPE_BYTES;
            end
            VEC_INST_LOAD_VEC,
            VEC_INST_STORE_VEC: begin
                op_addr     = inst_value[OPCODE_TYPE_SIZE +: MEM_ADDR_TYPE_SIZE];
                op_V1       = inst_value[OPCODE_TYPE_SIZE+MEM_ADDR_TYPE_SIZE +: REG_ADDR_TYPE_SIZE];
                inst_size = OPCODE_TYPE_BYTES+MEM_ADDR_TYPE_BYTES+REG_ADDR_TYPE_BYTES;
            end
            VEC_INST_LOAD_SCALAR,
            VEC_INST_STORE_SCALAR: begin
                op_addr     = inst_value[OPCODE_TYPE_SIZE +: MEM_ADDR_TYPE_SIZE];
                op_V1       = inst_value[OPCODE_TYPE_SIZE+MEM_ADDR_TYPE_SIZE +: REG_ADDR_TYPE_SIZE];
                op_vec_idx  = inst_value[OPCODE_TYPE_SIZE+MEM_ADDR_TYPE_SIZE+REG_ADDR_TYPE_SIZE +: WIDTH_IDX_TYPE_SIZE];
                inst_size = OPCODE_TYPE_BYTES+MEM_ADDR_TYPE_BYTES+REG_ADDR_TYPE_BYTES+WIDTH_IDX_TYPE_BYTES;
            end
            VEC_INST_SEND_VEC,
            VEC_INST_RECV_VEC: begin
                op_core_idx = inst_value[OPCODE_TYPE_SIZE +: CORE_IDX_TYPE_SIZE];
                op_V1       = inst_value[OPCODE_TYPE_SIZE+CORE_IDX_TYPE_SIZE +: REG_ADDR_TYPE_SIZE];
                inst_size = OPCODE_TYPE_BYTES+CORE_IDX_TYPE_BYTES+REG_ADDR_TYPE_BYTES;
            end
            VEC_INST_SEND_SCALAR,
            VEC_INST_RECV_SCALAR: begin
                op_core_idx = inst_value[OPCODE_TYPE_SIZE +: CORE_IDX_TYPE_SIZE];
                op_V1       = inst_value[OPCODE_TYPE_SIZE+CORE_IDX_TYPE_SIZE +: REG_ADDR_TYPE_SIZE];
                op_vec_idx  = inst_value[OPCODE_TYPE_SIZE+CORE_IDX_TYPE_SIZE+REG_ADDR_TYPE_SIZE +: WIDTH_IDX_TYPE_SIZE];
                inst_size = OPCODE_TYPE_BYTES+CORE_IDX_TYPE_BYTES+REG_ADDR_TYPE_BYTES+WIDTH_IDX_TYPE_BYTES;
            end
            VEC_INST_HALT: begin
                inst_size = 0;
            end
        endcase
    end
endmodule: VecInstDecoder
==> deck_impl_summary.md <==
Implementation Results

Outcome
  – Outcome: finished, final reports clean

Final timing
  – Min Clock Period, post-route: about 3700 ps
  – Max Clock Freq: roughly 0.27 GHz
  – Final setup violation count: 0
  – Setup WS post-layout: 426 ps
  – Relative slew slack: 65.6%
  – Worst-margin pin slew: 509 ps
  – Slew Viols, Final: 0
  – Part of the cycle the worst path needs: 89.6%
  – Unrepaired setup endpoints after global routing: false
  – Hold Vio Cnt, Final: 0
  – Final TNS setup: 0 ps

Die
  – Horiz. Die Dim: 92 µm
  – Floorplan Utilization: between 30 and 40%
  – I/O pin total: 192
  – Die ar.: between 8000 and 9000 µm²
  – # rows: 26
  – CORE AREA: about 5000 µm²
  – Chip Height: about 92 µm

Routing
  – DR vias: about 1100
  – Number of vias per cell: 3.33
  – DRC errors left: 0
  – WL per Instance: 13.0 µm
  – Final wirelength: 4.36 mm
  – # diodes: 0
  – Iter 0 DRT Violations: about 46
  – Post-route ant nets: 0
  – DRT Pass-1 Iters: 4

Clocking
  – Setup bufs post-CTS: 0
  – Cells resized by post-CTS repair: 0
  – Hold buffer count at CTS: 0

Power and ir drop
  – Tot Pwr: 64.7 µW
  – PwrDens: roughly 40 nW/µm²
  – LEAKAGE: just under 0.0009 µW
  – Peak supply drop: 17.6 µV

Global route
  – Vias in the first global route: 1225
  – Met2 Track Usage GR: 15.8%
  – Initial antenna violation count: 0
  – First-pass GRT wire length: between 6 and 7 mm
  – Overall routing resource usage: 8.68%
  – Largest net degree at the start of global routing: 14
  – Met1 Resource Use GR: 10.3%
  – Met3 usage: 2.80%
  – GRT Max-Usage Layer: met2
  – Grt ovf: 0

Placement
  – RePlAce Congestion: 0.829
  – Dpl ws: 428 ps
  – Port Buffers: 60
  – Placed cells: ~340
  – Hpwl dp: about 4 mm

Logic synthesis
  – Post-Syn Area: 1560 µm²
  – Cells after Synth: 218
  – Seq share, synth: 0%
  – Cell taking the most area after synthesis: buf_4
  – Max-area cell share: 67.8%
  – Yosys stat area: between 1500 and 2000 µm²
  – Top cells by area, synth: buf_4 (68%), and2_2 (4.3%), and2_1 (3.6%)
  – Avg Cell Area, Syn: 7.16 µm²
  – Ys Warns: 19
  – Unique cell types: 32
  – Synth top cell by count: buf_4
  – Post-synth top cells: buf_4 (141), nand2_1 (11)
  – Yosys cell count: between 200 and 250

Flow run
  – Max_cap viols: 0
  – Tool Warnings: 32

Final layout
  – Clock buffers: 0
  – Reg area: 0 µm²
  – Share of layout cells above drive strength 1: 6.42%
  – FILL cells: 569
  – Flops: 0
  – Final cell count without fillers: 335
  – Finished Core Util: 32.8%
  – Layout area overhead: 6.73%

Critical path
  – Slowest CP cell: clkdlybuf4s50_1
  – Worst Path Max Fanout: 11
  – Worst Path Required: around 3300 ps
  – CP max stage delay: between 500 and 600 ps
  – Setup crit start kind: input pin
  – Kind of critical path: in2out
  – Worst path cell trace: clkdlybuf4s50_1 > nor2_1 > nand2_1 > a21oi_1 > clkdlybuf4s50_1
  – Cell mode on critical path: clkdlybuf4s50_1
  – Critical Path End Type: primary output
  – WP data arrival: 2850 ps

Hold path
  – Min-delay src: inst_value[11]
  – Worst hold path class: in2out
  – Hold Crit Depth: 4
  – Hold Path End: op_Vd[3]
==> kinds of logic (layout without fill, tap and decap cells) <==
kind of cell,Yosys count,in the layout,share of synthesized area (%)
compound gates,17,17,7.61
buf+inv,147,63,69.8
other cells,1,132,0.240
simple gates,53,53,22.4
==> per-layer routing <==
layer | up-vias | share of wire, %
met4 | 0 | 0
met5 | - | 0
li1 | 524 | -
met3 | 0 | 8.9
met2 | 95 | 51
met1 | 498 | 41
==> how the worst max path moves through the flow <==
stage	from	cells past startpoint	end	slack [ps]
5_1_grt	inst_value[3]	5	op_Vd[5]	240
4_1_cts	inst_value[3]	5	op_Vd[5]	430
6_report	inst_value[2]	5	op_Vd[5]	430
==> layout by cell type, fill, tap and decap left out <==
cell	netlist	final
nor2b_2	1	1
nor3_1	1	1
a22o_1	1	1
buf_4	141	1
nor4_1	1	1
nand3b_1	2	2
clkdlybuf4s50_1	0	60
a2111o_1	1	1
and3_1	9	9
a32oi_1	1	1
and2_2	9	9
nor2_1	1	1
conb_1	1	132
nor3_2	1	1
o21bai_2	1	1
a21oi_1	9	9
or3b_2	1	1
a21o_2	1	1
and2_1	9	9
inv_1	2	2
nand2_1	11	11
nor3b_2	1	1
o211a_1	1	1
nor4b_2	1	1
and3b_1	1	1
and4b_1	1	1
nor4b_1	2	2
a21o_1	1	1
or3_1	1	1
a211oi_1	1	1
==> area by class of cell <==
| class | count | area [µm²] | area share [%] |
|---|---|---|---|
| inverters | 2 | 7.51 | 0.450 |
| repair buffers | 61 | 608 | 36.5 |
| well taps | 70 | 87.6 | 5.26 |
| multi-input cells | 202 | 963 | 57.8 |
==> power breakdown <==
part | internal (µW) | leakage (µW) | total [µW] | switching, µW
clock network | 0 | 0 | 0 | 0
logic | 32.6 | 0.000881 | 64.7 | 32.2
registers | 0 | 0 | 0 | 0
==> through the flow <==
stage               cell area [µm²]  hold WS (ps)
floorplan                      2050          1660
global placement               1670          2620
detailed placement             1670          2620
CTS                            1670          2620
global route                   1670          2670
finish                         1670          2610
==> worst max-delay path, delay by kind of cell <==
| kind | cells | cell delay, ps |
|---|---|---|
| AND/OR/NAND/NOR | 2 | 770 |
| AND-OR/OR-AND | 1 | 210 |
| buffers and inverters | 2 | 1060 |
Power and IR drop assume default switching activity.
