File: /design/flow/config.mk
export PLATFORM = sky130hd
export DESIGN_NAME = MatInstDecoder
export DESIGN_NICKNAME = MatInstDecoder
export VERILOG_FILES = /design/flow/design.v
export SDC_FILE = /design/flow/constraint.sdc
export NUM_CORES = 4
export LEC_CHECK = 1
export CORE_AREA = 10 10 106 106
export DIE_AREA = 0 0 116 116
File: /design/flow/run.sh
#!/bin/bash
# OpenROAD 26Q1-2900-gdf79404cd8, Yosys 0.63+post, stock flow scripts
make -C /OpenROAD-flow-scripts/flow DESIGN_CONFIG=/design/flow/config.mk WORK_HOME=/design/flow/orfs finish
File: /design/flow/constraint.sdc
current_design MatInstDecoder

set clk_period 2.4
set clk_io_pct 0.2

create_clock -name clk0 -period $clk_period

set non_clock_inputs [all_inputs -no_clocks]
set_input_delay [expr $clk_period * $clk_io_pct] -clock clk0 $non_clock_inputs
set_output_delay [expr $clk_period * $clk_io_pct] -clock clk0 [all_outputs]
File: /design/flow/design.v
`default_nettype none
typedef enum {
    MAT_DATA_WRITE_DISABLE,
    MAT_DATA_WRITE_TRANSPOSE,
    MAT_DATA_WRITE_XFLIP,
    MAT_DATA_WRITE_YFLIP,
    MAT_DATA_WRITE_ZERO,
    MAT_DATA_WRITE_ROW,
    MAT_DATA_WRITE_COL,
    MAT_DATA_WRITE_SCALAR,
    MAT_DATA_WRITE_DIAG,
    MAT_DATA_WRITE_DIAG1,
    MAT_DATA_WRITE_DIAG2
} MatDataWriteOp_t;
typedef enum {
    MAT_DATA_READ_DISABLE,
    MAT_DATA_READ_ROW,
    MAT_DATA_READ_COL,
    MAT_DATA_READ_SCALAR,
    MAT_DATA_READ_DIAG
} MatDataReadOp_t;
`default_nettype none
typedef enum logic [7:0] {
    MAT_INST_SET_WEIGHT         = 8'b00100000,
    MAT_INST_MULTIPLY           = 8'b00100001,
    MAT_INST_TRANSPOSE          = 8'b00100010,
    MAT_INST_XFLIP              = 8'b00100100,
    MAT_INST_YFLIP              = 8'b00100101,
    MAT_INST_COPY               = 8'b00110000,
    MAT_INST_CLEAR              = 8'b00110001,
    MAT_INST_ADD_ROW            = 8'b00111000,
    MAT_INST_LOAD_MAT           = 8'b01000000,
    MAT_INST_LOAD_ROW           = 8'b01000001,
    MAT_INST_LOAD_COL           = 8'b01000010,
    MAT_INST_LOAD_SCALAR        = 8'b01000011,
    MAT_INST_STORE_MAT          = 8'b01010000,
    MAT_INST_STORE_ROW          = 8'b01010001,
    MAT_INST_STORE_COL          = 8'b01010010,
    MAT_INST_STORE_SCALAR       = 8'b01010011,
    MAT_INST_SEND_ROW           = 8'b01100000,
    MAT_INST_SEND_COL           = 8'b01100001,
    MAT_INST_SEND_SCALAR        = 8'b01100010,
    MAT_INST_SEND_DIAG          = 8'b01101000,
    MAT_INST_RECV_ROW           = 8'b01110000,
    MAT_INST_RECV_COL           = 8'b01110001,
    MAT_INST_RECV_SCALAR        = 8'b01110010,
    MAT_INST_RECV_DIAG          = 8'b01111000,
    MAT_INST_RECV_DIAG1         = 8'b01111001,
    MAT_INST_RECV_DIAG2         = 8'b01111010,
    MAT_INST_HALT               = 8'b10000000
} MatCoreOpcode;
`default_nettype none
typedef enum {
    VEC_DATA_WRITE_DISABLE,
    VEC_DATA_WRITE_ZERO,
    VEC_DATA_WRITE_VEC,
    VEC_DATA_WRITE_SCALAR
} VecDataWriteOp_t;
typedef enum {
    VEC_DATA_READ_DISABLE,
    VEC_DATA_READ_VEC,
    VEC_DATA_READ_SCALAR
} VecDataReadOp_t;
`default_nettype none
typedef enum logic [7:0] {
	VEC_INST_ADD                = 8'b00100000,
	VEC_INST_SUB                = 8'b00100001,
	VEC_INST_DOT                = 8'b00100010,
	VEC_INST_SCALE              = 8'b00100011,
	VEC_INST_DELTA              = 8'b00100100,
	VEC_INST_ACT_SIGMOID        = 8'b00110000,
	VEC_INST_ACT_TANH           = 8'b00110001,
	VEC_INST_ACT_RELU           = 8'b00110010,
    VEC_INST_CLEAR              = 8'b00111000,
    VEC_INST_COPY               = 8'b00111001,
	VEC_INST_LOAD_VEC           = 8'b01000000,
	VEC_INST_LOAD_SCALAR        = 8'b01000001,
	VEC_INST_STORE_VEC          = 8'b01010000,
	VEC_INST_STORE_SCALAR       = 8'b01010001,
	VEC_INST_SEND_VEC           = 8'b01100000,
	VEC_INST_SEND_SCALAR        = 8'b01100001,
	VEC_INST_RECV_VEC           = 8'b01110000,
	VEC_INST_RECV_SCALAR        = 8'b01110001,
	VEC_INST_HALT               = 8'b10000000
} VecCoreOpcode;
`default_nettype none
module MatInstDecoder
    #(parameter OPCODE_TYPE_BYTES = 1,
                MEM_ADDR_TYPE_BYTES = 8,
                CORE_IDX_TYPE_BYTES = 1,
                REG_ADDR_TYPE_BYTES = 2,
                WIDTH_IDX_TYPE_BYTES = 2,
				INST_MEM_ADDR_SIZE = 32,
                INST_MEM_WIDTH_SIZE = 16,
                OPCODE_TYPE_SIZE = 8 * OPCODE_TYPE_BYTES,
                MEM_ADDR_TYPE_SIZE = 8 * MEM_ADDR_TYPE_BYTES,
                CORE_IDX_TYPE_SIZE = 8 * CORE_IDX_TYPE_BYTES,
                REG_ADDR_TYPE_SIZE = 8 * REG_ADDR_TYPE_BYTES,
                WIDTH_IDX_TYPE_SIZE = 8 * WIDTH_IDX_TYPE_BYTES
    )
    (input logic [INST_MEM_WIDTH_SIZE-1:0] inst_value,
     output logic [INST_MEM_ADDR_SIZE-1:0] inst_size,
     output logic [OPCODE_TYPE_SIZE-1:0] opcode,
     output logic [MEM_ADDR_TYPE_SIZE-1:0] op_addr,
     output logic [CORE_IDX_TYPE_SIZE-1:0] op_core_idx,
     output logic [REG_ADDR_TYPE_SIZE-1:0] op_Md, op_M1, op_M2,
     output logic [WIDTH_IDX_TYPE_SIZE-1:0] op_row_idx, op_col_idx, op_diag_idx, op_row_idx_1, op_row_idx_2
    );
    always_comb begin
        opcode = 0;
        op_addr = 0;
        op_core_idx = 0;
        {op_Md, op_M1, op_M2} = 0;
        {op_row_idx, op_col_idx, op_diag_idx} = 0;
        {op_row_idx_1, op_row_idx_2} = 0;
        opcode = inst_value[OPCODE_TYPE_SIZE-1:0];
        inst_size = OPCODE_TYPE_BYTES;
        case (opcode)
            MAT_INST_SET_WEIGHT,
            MAT_INST_TRANSPOSE,
            MAT_INST_CLEAR,
            MAT_INST_XFLIP,
            MAT_INST_YFLIP: begin
                op_M1       = inst_value[OPCODE_TYPE_SIZE +: REG_ADDR_TYPE_SIZE];
                inst_size = OPCODE_TYPE_BYTES+REG_ADDR_TYPE_BYTES;
            end
            MAT_INST_COPY,
            MAT_INST_MULTIPLY: begin
                op_Md       = inst_value[OPCODE_TYPE_SIZE +: REG_ADDR_TYPE_SIZE];
                op_M1       = inst_value[OPCODE_TYPE_SIZE+REG_ADDR_TYPE_SIZE +: REG_ADDR_TYPE_SIZE];
                inst_size = OPCODE_TYPE_BYTES+2*REG_ADDR_TYPE_BYTES;
            end
            MAT_INST_ADD_ROW: begin
                op_Md       = inst_value[OPCODE_TYPE_SIZE +: REG_ADDR_TYPE_SIZE];
                op_M1       = inst_value[OPCODE_TYPE_SIZE+REG_ADDR_TYPE_SIZE +: REG_ADDR_TYPE_SIZE];
                op_M2       = inst_value[OPCODE_TYPE_SIZE+2*REG_ADDR_TYPE_SIZE +: REG_ADDR_TYPE_SIZE];
                op_row_idx  = inst_value[OPCODE_TYPE_SIZE+3*REG_ADDR_TYPE_SIZE +: WIDTH_IDX_TYPE_SIZE];
                op_row_idx_1= inst_value[OPCODE_TYPE_SIZE+3*REG_ADDR_TYPE_SIZE+WIDTH_IDX_TYPE_SIZE +: WIDTH_IDX_TYPE_SIZE];
                op_row_idx_2= inst_value[OPCODE_TYPE_SIZE+3*REG_ADDR_TYPE_SIZE+2*WIDTH_IDX_TYPE_SIZE +: WIDTH_IDX_TYPE_SIZE];
                inst_size = OPCODE_TYPE_BYTES+3*REG_ADDR_TYPE_BYTES+3*WIDTH_IDX_TYPE_BYTES;
            end
            MAT_INST_LOAD_MAT,
            MAT_INST_STORE_MAT: begin
                op_addr     = inst_value[OPCODE_TYPE_SIZE +: MEM_ADDR_TYPE_SIZE];
                op_M1       = inst_value[OPCODE_TYPE_SIZE+MEM_ADDR_TYPE_SIZE +: REG_ADDR_TYPE_SIZE];
                inst_size = OPCODE_TYPE_BYTES+MEM_ADDR_TYPE_BYTES+REG_ADDR_TYPE_BYTES;
            end
            MAT_INST_LOAD_ROW,
            MAT_INST_STORE_ROW: begin
                op_addr     = inst_value[OPCODE_TYPE_SIZE +: MEM_ADDR_TYPE_SIZE];
                op_M1       = inst_value[OPCODE_TYPE_SIZE+MEM_ADDR_TYPE_SIZE +: REG_ADDR_TYPE_SIZE];
                op_row_idx  = inst_value[OPCODE_TYPE_SIZE+MEM_ADDR_TYPE_SIZE+REG_ADDR_TYPE_SIZE +: WIDTH_IDX_TYPE_SIZE];
                inst_size = OPCODE_TYPE_BYTES+MEM_ADDR_TYPE_BYTES+REG_ADDR_TYPE_BYTES+WIDTH_IDX_TYPE_BYTES;
            end
            MAT_INST_LOAD_COL,
            MAT_INST_STORE_COL: begin
                op_addr     = inst_value[OPCODE_TYPE_SIZE +: MEM_ADDR_TYPE_SIZE];
                op_M1       = inst_value[OPCODE_TYPE_SIZE+MEM_ADDR_TYPE_SIZE +: REG_ADDR_TYPE_SIZE];
                op_col_idx  = inst_value[OPCODE_TYPE_SIZE+MEM_ADDR_TYPE_SIZE+REG_ADDR_TYPE_SIZE +: WIDTH_IDX_TYPE_SIZE];
                inst_size = OPCODE_TYPE_BYTES+MEM_ADDR_TYPE_BYTES+REG_ADDR_TYPE_BYTES+WIDTH_IDX_TYPE_BYTES;
            end
            MAT_INST_LOAD_SCALAR,
            MAT_INST_STORE_SCALAR: begin
                op_addr     = inst_value[OPCODE_TYPE_SIZE +: MEM_ADDR_TYPE_SIZE];
                op_M1       = inst_value[OPCODE_TYPE_SIZE+MEM_ADDR_TYPE_SIZE +: REG_ADDR_TYPE_SIZE];
                op_row_idx  = inst_value[OPCODE_TYPE_SIZE+MEM_ADDR_TYPE_SIZE+REG_ADDR_TYPE_SIZE +: WIDTH_IDX_TYPE_SIZE];
                op_col_idx  = inst_value[OPCODE_TYPE_SIZE+MEM_ADDR_TYPE_SIZE+REG_ADDR_TYPE_SIZE+WIDTH_IDX_TYPE_SIZE +: WIDTH_IDX_TYPE_SIZE];
                inst_size = OPCODE_TYPE_BYTES+MEM_ADDR_TYPE_BYTES+REG_ADDR_TYPE_BYTES+2*WIDTH_IDX_TYPE_BYTES;
            end
            MAT_INST_SEND_ROW,
            MAT_INST_RECV_ROW: begin
                op_core_idx = inst_value[OPCODE_TYPE_SIZE +: CORE_IDX_TYPE_SIZE];
                op_M1       = inst_value[OPCODE_TYPE_SIZE+CORE_IDX_TYPE_SIZE +: REG_ADDR_TYPE_SIZE];
                op_row_idx  = inst_value[OPCODE_TYPE_SIZE+CORE_IDX_TYPE_SIZE+REG_ADDR_TYPE_SIZE +: WIDTH_IDX_TYPE_SIZE];
                inst_size = OPCODE_TYPE_BYTES+CORE_IDX_TYPE_BYTES+REG_ADDR_TYPE_BYTES+WIDTH_IDX_TYPE_BYTES;
            end
            MAT_INST_SEND_COL,
            MAT_INST_RECV_COL: begin
                op_core_idx = inst_value[OPCODE_TYPE_SIZE +: CORE_IDX_TYPE_SIZE];
                op_M1       = inst_value[OPCODE_TYPE_SIZE+CORE_IDX_TYPE_SIZE +: REG_ADDR_TYPE_SIZE];
                op_col_idx  = inst_value[OPCODE_TYPE_SIZE+CORE_IDX_TYPE_SIZE+REG_ADDR_TYPE_SIZE +: WIDTH_IDX_TYPE_SIZE];
                inst_size = OPCODE_TYPE_BYTES+CORE_IDX_TYPE_BYTES+REG_ADDR_TYPE_BYTES+WIDTH_IDX_TYPE_BYTES;
            end
            MAT_INST_SEND_SCALAR,
            MAT_INST_RECV_SCALAR: begin
                op_core_idx = inst_value[OPCODE_TYPE_SIZE +: CORE_IDX_TYPE_SIZE];
                op_M1       = inst_value[OPCODE_TYPE_SIZE+CORE_IDX_TYPE_SIZE +: REG_ADDR_TYPE_SIZE];
                op_row_idx  = inst_value[OPCODE_TYPE_SIZE+CORE_IDX_TYPE_SIZE+REG_ADDR_TYPE_SIZE +: WIDTH_IDX_TYPE_SIZE];
                op_col_idx  = inst_value[OPCODE_TYPE_SIZE+CORE_IDX_TYPE_SIZE+REG_ADDR_TYPE_SIZE+WIDTH_IDX_TYPE_SIZE +: WIDTH_IDX_TYPE_SIZE];
                inst_size = OPCODE_TYPE_BYTES+CORE_IDX_TYPE_BYTES+REG_ADDR_TYPE_BYTES+2*WIDTH_IDX_TYPE_BYTES;
            end
            MAT_INST_SEND_DIAG,
            MAT_INST_RECV_DIAG: begin
                op_core_idx = inst_value[OPCODE_TYPE_SIZE +: CORE_IDX_TYPE_SIZE];
                op_M1       = inst_value[OPCODE_TYPE_SIZE+CORE_IDX_TYPE_SIZE +: REG_ADDR_TYPE_SIZE];
                op_M2       = inst_value[OPCODE_TYPE_SIZE+CORE_IDX_TYPE_SIZE+REG_ADDR_TYPE_SIZE +: REG_ADDR_TYPE_SIZE];
                op_diag_idx = inst_value[OPCODE_TYPE_SIZE+CORE_IDX_TYPE_SIZE+2*REG_ADDR_TYPE_SIZE +: WIDTH_IDX_TYPE_SIZE];
                inst_size = OPCODE_TYPE_BYTES+CORE_IDX_TYPE_BYTES+2*REG_ADDR_TYPE_BYTES+WIDTH_IDX_TYPE_BYTES;
            end
            MAT_INST_RECV_DIAG1,
            MAT_INST_RECV_DIAG2: begin
                op_core_idx = inst_value[OPCODE_TYPE_SIZE +: CORE_IDX_TYPE_SIZE];
                op_M1       = inst_value[OPCODE_TYPE_SIZE+CORE_IDX_TYPE_SIZE +: REG_ADDR_TYPE_SIZE];
                op_diag_idx = inst_value[OPCODE_TYPE_SIZE+CORE_IDX_TYPE_SIZE+REG_ADDR_TYPE_SIZE +: WIDTH_IDX_TYPE_SIZE];
                inst_size = OPCODE_TYPE_BYTES+CORE_IDX_TYPE_BYTES+REG_ADDR_TYPE_BYTES+WIDTH_IDX_TYPE_BYTES;
            end
            MAT_INST_HALT: begin
                inst_size = 0;
            end
        endcase
    end
endmodule: MatInstDecoder
==> out/summary.log <==
qor: sta.layout_setup_ws -0.00348 ns
qor: synthesis.syn_area_per_cell 7.34 um2
qor: status.failed_checks setup timing
qor: global_route.grt_pass1_vias 1,509
qor: synthesis.post_synth_num_cell_types 31
qor: finish.area_delta_synth_final 7.41%
qor: global_route.globalRoute.totalOverflow 0
qor: synthesis.yosysChipArea 2030 um2
qor: sta.whs 1.47 ns
qor: global_route.maximum_number_of_pins_on_one_net_before_global_route_repair 10
qor: floorplan.core_area 8850 um2
qor: finish.flop-count 0
qor: detailed_routing.post_drt_via_cell_ratio 2.92
qor: run.warnings 34
qor: hold_path.hold_path_startpoint inst_value[6]
qor: detailed_routing.drt_first_pass_iters 3
qor: worst_setup_path.worstPathRequired 1.92 ns
qor: detailed_routing.antenna-diode-count 0
qor: sta.fmax 0.416 GHz
qor: floorplan.fp_util 22.9%
qor: detailed_routing.postRouteWirelength 5660 um
qor: placed_design.count_of_input_and_output_buffers 60
qor: synthesis.postSynthSeqShare 0%
qor: pwr.power.ir.vdd_worst 17.8 uV
qor: sta.timing_hold_violations_final 0
qor: worst_setup_path.arrival 1.92 ns
qor: worst_setup_path.worst_path_largest_cell_delay 0.48 ns
qor: sta.maxSlewViolCount 0
qor: finish.final_common_cell conb_1
qor: global_route.grt_first_pass_wirelength 7660 um
qor: detailed_routing.overall_via_count_from_detail_route 1,325
qor: synthesis.synth_area 2030 um2
qor: hold_path.timing.hold.worst_endpoint opcode[6]
qor: detailed_routing.remaining_drc_errors 0
qor: detailed_routing.ant_nets 0
qor: placed_design.placedInstanceArea 2050 um2
qor: worst_setup_path.cp_max_fo 6
qor: floorplan.die_w 116 um
qor: synthesis.yosysWarnings 34
qor: synthesis.synth_stat.cells 276
qor: worst_setup_path.crit_path_top_delay_cell clkdlybuf4s50_1
qor: finish.layout_top_cells_excl_fill_tap conb_1, clkdlybuf4s50_1, and2_1, buf_4, dlygate4sd2_1
qor: placed_design.gpl.final_weighted_congestion 0.759
qor: worst_setup_path.critPathLaunchType input pin
qor: finish.final.clkbuf_count 0
qor: worst_setup_path.critPathCaptureType output pin
qor: hold_path.hold-path-cell-count 2
qor: floorplan.area_of_the_chip 13,500 um2
qor: run.timing.max_cap.violations 0
qor: sta.setup_viols_final 1
qor: finish.n_fill_cell 959
qor: pwr.cellPowerDensity 65.9 nW/um2
qor: sta.min_period_over_period 100%
qor: finish.non_filler_instance_count_after_layout 454
qor: global_route.track_usage 6.72%
qor: finish.sequential_cell_area 0 um2
qor: floorplan.die.size.y 116 um
qor: placed_design.hpwl 4980 um
qor: floorplan.floorplan.rows 34
qor: sta.unrepaired_setup_endpoints_after_global_routing yes
qor: placed_design.place.detailed.instances 446
qor: sta.period_minus_slack 2.40 ns
qor: detailed_routing.routedWlPerCell 12.5 um
qor: floorplan.design.portCount 256
qor: worst_setup_path.path_class input pin to output pin
qor: global_route.number_of_antenna_violations_at_the_first_check_in_global_routing 0
qor: finish.layout.area.comb 1280 um2
qor: worst_setup_path.path_delay_family buffers and inverters
qor: pwr.power_leakage 1.42 nW
qor: worst_setup_path.crit_buf_inv 3
qor: synthesis.syn_inst 276
qor: detailed_routing.initialDrtViolationCount 32
qor: finish.drive_gt1_share 13.6%
qor: worst_setup_path.crit_chain buf_8 > and4bb_2 > buf_6 > nand3_4 > o21a_4 > nand3_1 > clkdlybuf4s50_1
qor: hold_path.hp-class input pin to output pin
qor: status.outcome finished with violations
qor: sta.fin_tns_setup -0.00348 ns
qor: finish.finalInstanceArea 2180 um2
cell type report:
type               count  area share [%]
multi-input cells    265            58.7
repair buffers        81            35.1
well taps            108            6.21
repair_timing:
item	in CTS	in global routing
gates resized	58	23
hold buffers	0	0
setup buffers	5	2
setup endpoints to repair	36	21
cloned	1	0
pin swaps	12	7
cells by family (layout without fill, tap and decap cells):
logic type               count (synthesis)  count (layout)  synth area share (%)
buffers and inverters                  207              81                  76.7
AND-OR/OR-AND                           11              12                  4.20
adder cells (fa/ha/maj)                  1               1                 0.556
XOR/XNOR                                 1               1                 0.432
other                                    1             196                 0.185
AND/OR/NAND/NOR                         55              55                  18.0
worst max-delay path by stage:
| stage | start | endpoint | slack, ns | cells after the start |
|---|---|---|---|---|
| after CTS | inst_value[6] | op_M1[1] | -0.09 | 7 |
| after global routing | inst_value[0] | inst_size[1] | -0.10 | 8 |
| final | inst_value[6] | inst_size[1] | -0.003 | 7 |
Yosys cell counts (2+ instances only):
library cell | instances | area [um2]
nor2_1 | 4 | 15.0
nand3b_1 | 3 | 22.5
nand2b_1 | 2 | 12.5
nand3_1 | 2 | 10.0
and2_1 | 24 | 150
nor2b_1 | 10 | 62.6
o21ai_0 | 3 | 15.0
nand2_1 | 2 | 7.51
buf_4 | 204 | 1530
routing by layer:
layer  global-route usage (%)  up-vias  share of wire [%]
met5                        0        -                  0
met2                     12.7      135                 49
met1                     7.26      590                 38
li1                         -      600                  -
met3                     2.72        0                 13
met4                        0        0                  0
power by group:
part | switching, mW | internal, mW | total [mW]
Combinational | 0.0700 | 0.0734 | 0.143
Clock | 0 | 0 | 0
Sequential | 0 | 0 | 0
Total | 0.0700 | 0.0734 | 0.143
stage by stage:
| step | total power [mW] | util, % | worst slack (ns) |
|---|---|---|---|
| after floorplan | 0.264 | - | 0.651 |
| after global placement | 0.147 | 23.1 | -0.546 |
| after detailed placement | 0.143 | 23.1 | -0.565 |
| after CTS | 0.147 | 23.9 | -0.0868 |
| after global routing | 0.172 | 24.6 | -0.101 |
| final | 0.143 | 24.6 | -0.00348 |
Power and IR drop assume default switching activity.
